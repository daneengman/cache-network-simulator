## flow/run.sh

```bash
#!/bin/bash
# OpenROAD 26Q1-2900-gdf79404cd8, Yosys 0.63+post, stock flow scripts
make -C /OpenROAD-flow-scripts/flow DESIGN_CONFIG=/design/flow/config.mk WORK_HOME=/design/flow/orfs finish
```

## flow/config.mk

```make
export PLATFORM = sky130hd
export DESIGN_NAME = SIPO
export DESIGN_NICKNAME = SIPO
export VERILOG_FILES = /design/flow/design.v
export SDC_FILE = /design/flow/constraint.sdc
export NUM_CORES = 4
export LEC_CHECK = 1
export CORE_UTILIZATION = 40
```

## flow/constraint.sdc

```tcl
current_design SIPO

set clk_period 1.0
set clk_io_pct 0.2

create_clock -name clk0 -period $clk_period [get_ports {clock}]

set non_clock_inputs [all_inputs -no_clocks]
set_input_delay [expr $clk_period * $clk_io_pct] -clock clk0 $non_clock_inputs
set_output_delay [expr $clk_period * $clk_io_pct] -clock clk0 [all_outputs]
```

## flow/design.v

```verilog
module register
  #(parameter WIDTH=16)
  (input logic clock, reset, clear, en,
   input logic [WIDTH-1:0] D,
   output logic [WIDTH-1:0] Q);
  always_ff @(posedge clock, posedge reset) 
    if (reset) Q <= 'b0;
    else if (en) Q <= D;
    else if (clear) Q <= 'b0;
endmodule: register
module counter
  #(parameter WIDTH=8)
  (input  logic [WIDTH-1:0] D,
   input  logic             en, clear, load, clock, up,
   output logic [WIDTH-1:0] Q);
  always_ff @(posedge clock)
    if (clear)
      Q <= {WIDTH {1'b0}};
    else if (load)
      Q <= D;
    else if (en)
      if (up)
        Q <= Q + 1'b1;
      else
        Q <= Q - 1'b1;
endmodule : counter
module countUpTo
  #(parameter WIDTH=8)
  (input  logic [WIDTH-1:0] D, goal,
   input  logic             en, clear, load, clock, up,
   output logic             done);
  logic [WIDTH-1:0] Q;
  assign done = (Q == goal-1);
  always_ff @(posedge clock)
    if (clear)
      Q <= {WIDTH {1'b0}};
    else if (load)
      Q <= D;
    else if (en)
      if (up)
        Q <= Q + 1'b1;
      else
        Q <= Q - 1'b1;
endmodule : countUpTo
module countUpToAndStop
  #(parameter WIDTH=8)
  (input  logic [WIDTH-1:0] D, goal,
   input  logic             en, clear, load, clock, up,
   output logic             done);
  logic [WIDTH-1:0] Q;
  assign done = (Q == goal-1);
  always_ff @(posedge clock)
    if (clear)
      Q <= {WIDTH {1'b0}};
    else if (load)
      Q <= D;
    else if (en && ~done)
      if (up)
        Q <= Q + 1'b1;
      else
        Q <= Q - 1'b1;
endmodule : countUpToAndStop
module FIFO #(parameter WIDTH=32, HEIGHT=16) (
    input logic              clock, reset_n,
    input logic [WIDTH-1:0]  data_in,
    input logic              we, re, 
    output logic [WIDTH-1:0] data_out,
    output logic             full, empty);
    logic [HEIGHT-1:0][WIDTH-1:0] Q;
    logic [$clog2(HEIGHT):0] putPtr, getPtr;  
    logic [$clog2(HEIGHT)+1:0] count;
    logic reset;
    assign reset = ~reset_n;
    assign empty = (count == 0);
    assign full = (count == HEIGHT);
    assign data_out = empty ? 'b0 : Q[getPtr];
    always_ff @(posedge clock, posedge reset) begin
      if (reset) begin
        count <= 0;
        getPtr <= 0;
        putPtr <= 0;
      end
      else begin
        if (re && we) begin
          getPtr <= getPtr + 1;
          putPtr <= putPtr + 1;
          Q[getPtr] <= {WIDTH{1'b1}};
          Q[putPtr] <= data_in;
        end else if (re && (!empty)) begin  
          getPtr <= getPtr + 1;
          count <= count - 1;
          Q[getPtr] <= {WIDTH{1'b1}};
        end
        else if (we && (!full)) begin  
          Q[putPtr] <= data_in;
          putPtr <= putPtr + 1;
          count <= count + 1;
        end
      end
    end
endmodule : FIFO
module PISO 
  #(parameter WIDTH = 64, OUTWIDTH = 16)
  (input logic clock, reset_n, 
   input logic [WIDTH-1:0] data_in,
   input logic re, we, 
   output logic [OUTWIDTH-1:0] data_out);
  logic [WIDTH-1:0] Q;
  assign data_out = Q[WIDTH-1:WIDTH-OUTWIDTH];
  always_ff @(posedge clock, negedge reset_n) begin
    if (~reset_n) begin
      Q <= 'b0;
    end else if (re) begin 
      Q <= Q << OUTWIDTH;
    end else if (we) begin
      Q <= data_in;
    end
  end 
endmodule: PISO
module SIPO
  #(parameter WIDTH = 16, OUTWIDTH = 64)
  (input logic clock, reset_n, 
   input logic [WIDTH-1:0] data_in,
   input logic re, we, 
   output logic [OUTWIDTH-1:0] data_out);
  logic [OUTWIDTH-1:0] Q;
  assign data_out = Q;
  always_ff @(posedge clock, negedge reset_n) begin
    if (~reset_n) begin
      Q <= 'b0;
    end else if (re) begin 
      Q <= 'b0;
    end else if (we) begin
      Q <= (Q << WIDTH) | data_in;
    end
  end 
endmodule: SIPO
module FIFO_PISO #(parameter WIDTH=32, HEIGHT=16, OUTWIDTH=8) (
    input logic              clock, reset_n,
    input logic [WIDTH-1:0]  data_in,
    input logic              we, re, 
    output logic [OUTWIDTH-1:0] data_out,
    output logic             full, empty);
    logic done;
    logic [HEIGHT-1:0][WIDTH-1:0] Q;
    logic [$clog2(HEIGHT)-1:0] putPtr, getPtr;  
    logic [$clog2(HEIGHT):0] count;
    logic [OUTWIDTH-1:0] flitOut;
    logic reset;
    assign reset = ~reset_n;
    assign empty = (count == 0);
    assign full = (count == HEIGHT);
    countUpToAndStop #(.WIDTH(32)) sameTurn(.D('b0), .goal(8),
                             .en(1'b1), .clear(re), .load(1'b0), .clock(clock), 
                             .up(1'b1), .done(done));
    PISO #(.WIDTH(WIDTH-OUTWIDTH), .OUTWIDTH(OUTWIDTH)) dout(.clock, .reset_n, 
                                             .data_in(Q[getPtr][WIDTH-OUTWIDTH-1:0]),
                                             .re(~done), .we(re), 
                                             .data_out(flitOut));
    assign data_out = re ? Q[getPtr][WIDTH-1:WIDTH-OUTWIDTH] : flitOut;
    always_ff @(posedge clock, posedge reset) begin
      if (reset) begin
        count <= 0;
        getPtr <= 0;
        putPtr <= 0;
      end
      else begin
        if (re && we && (!empty) && (!full)) begin
          getPtr <= getPtr + 1;
          Q[putPtr] <= data_in;
          putPtr <= putPtr + 1;
          Q[getPtr] <= {WIDTH{1'b1}};
        end else if (re && (!empty)) begin  
          getPtr <= getPtr + 1;
          count <= count - 1;
          Q[getPtr] <= {WIDTH{1'b1}};
        end
        else if (we && (!full)) begin  
          Q[putPtr] <= data_in;
          putPtr <= putPtr + 1;
          count <= count + 1;
        end
      end
    end
endmodule : FIFO_PISO
```

==> run notes <==
run results: outcome finished, violations left, failing checks negative hold slack, negative setup slack, met3 wire length 334 µm, slowest cell delay on critical path 400 ps, initial DRC count 76, remaining antenna violation count 0, yosys stat area 0.00261 mm², global-route wire length before repair 9.16 mm, fin crit share 104%, vias in the first global route 1824, post-route minimum period 1040 ps, drt wl/cell 13.0 µm, CP max stage cell dfrtp_1, top flop regs Q: 64 flops, CTS buffer count 9, final setup vio count 64, HPWL after detailed placement 3.71 mm, Slew HR 76.7%, die height 82.8 µm, core outline area 0.00631 mm², worst path required time 800 ps, placed insts 407, Setup CP Type register to primary output, skew final 3.51 ps, routability cong. 0.741, asr flop ratio synth 100%, Distinct lib cells used 7, share of cells above drive strength 1 43.5%, DR WL met2 2.43 mm, initial antenna violation count 0, Crit. End Element primary output, CTS tree done, worst setup margin -35.6 ps, row count 29, drc violations 0, final core utilization 62.8%, crit-path max FO 2, Yosys Instances 206, Synth top cells by count 64 x dfrtp_1, 64 x mux2i_1, 64 x nor2_1, fp_density 41.4%, Die Width 82.8 µm, Power Density 1490 mW/mm², DIE AREA 0.00686 mm², Top reg by flops Q, Worst-Margin Slew 349 ps, Area growth syn-to-layout 51.8%, Leak 2.33 nW, filler cell count 544, Post-Syn Instances 206, WP data arrival 840 ps, Top Layer Used met4, hold slack -125 ps, Layout Cells excl Fill 445, Achievable Freq 966 MHz, maxcap violations 0, EDFF count, synth 0, pin count of the biggest net entering global routing 65, sequential share of the synthesized area 61.3%, max reg flops 64, Global Route Usage Sum 18.6%, synthesized area per cell 12.7 µm², Ports 84, R2R setup slack 60 ps, post-synth top area share 61.3%, antenna cells 0, Post-DP Area 0.00387 mm², Hold Path Class input pin to asynchronous set/reset pin, clk sinks 64, CTS max path bufs 2, CP Buf/Inv Count 1, tally of OpenROAD warnings 29, max-slew violations 0, maximum VDD drop 1410 µV, critical path launch point type register, Dominant flop cell dfrtp_1, clk slew on worst S/H paths 70 ps, Yosys reg bits 64, TNS Setup -649 ps, post-route cell area 0.00396 mm², dpl ws -21.2 ps, FF+latch area 0.00160 mm², grt ovf 0, DR pass1 iterations 4, dominant cell type by area after synthesis dfrtp_1, vias per inst 4.48, final hold viol count 64, I/O Buffers 83, H-tree depth 3, delay-heaviest family, CP flip-flops, Root Buffer Master clkbuf_8, warnings from Yosys 1, Critical Path, Cell by Cell buf_2, Post-Route WL 5.78 mm, Logic area 881 µm², top cells by area dfrtp_1 61%, mux2i_1 25%, nor2_1 9.2%, clock latency on the worst-skew pair 320 ps, cell area after synthesis 0.00261 mm², M1 WL 2.95 mm, DR vias 1993, unrepaired setup endpoints after global routing true
-- metal layers --
layer,track usage [%],vias to the layer above
li1,-,1004
met1,31.9,936
met2,25.7,48
met3,5.10,5
met4,1.55,0
met5,0,-
-- stage by stage --
step | hold slack [ps] | power (mW)
after global routing | -119 | 6.17
after CTS | -117 | 5.98
after global placement | 253 | 3.42
after floorplan | -95.6 | 3.00
after detailed placement | 247 | 3.42
final | -125 | 5.90
-- cells by family after synthesis --
kind of cell,Yosys count,synth area share [%]
buffers and inverters,14,4.94
muxes,64,24.5
and+or+nand+nor,64,9.20
DFF,64,61.3
-- final timing paths --
kind                         start           end  depth (start not counted)
setup / recovery             Q[19]  data_out[19]                          1
hold / removal             reset_n         Q[30]                          2
setup reg to reg             Q[19]         Q[35]                          4
hold reg to reg              Q[50]         Q[50]                          2
max in group asynchronous  reset_n         Q[26]                          2
min in group clk0               re         Q[42]                          3
-- layout make-up --
class,count,share of cell area (%)
Tap cell,77,2.43
Clock inverter,2,1.52
Timing Repair Buffer,161,28.9
Sequential cell,64,40.4
Multi-Input combinational cell,128,22.2
Clock buffer,13,4.51
-- what timing repair did --
action | CTS | global route
buffers inserted | 15 | 8
endpoints found under the setup margin | 64 | 64
endpoints found under the hold margin | 64 | 64
gates resized | 193 | 0
-- cells in the final DEF (no fill, tap or decap) --
cell type / count
buf_2: 66
bufinv_16: 2
buf_4: 74
mux2i_1: 64
dfrtp_1: 64
clkdlybuf4s50_1: 16
buf_12: 5
clkbuf_8: 13
nor2_1: 64
-- where the power goes --
part	internal, mW	switching (mW)	total, mW
clock	1.66	0.912	2.58
sequential	2.66	0.0349	2.70
combinational	0.353	0.271	0.624
No activity file was given, so power comes from the tool's default toggle rates.
